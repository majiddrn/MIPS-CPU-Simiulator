==> flow/design.v <==
module mux
	#(
		parameter LENGTH = 32
	)
	(
		input select,
		input [LENGTH-1:0] in0, in1,
		output wire [LENGTH-1:0] out
	);
	assign out = select ? in1 : in0;
endmodule
==> flow/run.sh <==
#!/bin/bash
# OpenROAD 26Q1-2900-gdf79404cd8, Yosys 0.63+post, stock flow scripts
make -C /OpenROAD-flow-scripts/flow DESIGN_CONFIG=/design/flow/config.mk WORK_HOME=/design/flow/orfs finish
==> flow/config.mk <==
export PLATFORM = sky130hd
export DESIGN_NAME = mux
export DESIGN_NICKNAME = mux
export VERILOG_FILES = /design/flow/design.v
export SDC_FILE = /design/flow/constraint.sdc
export NUM_CORES = 4
export LEC_CHECK = 1
export CORE_AREA = 10 10 70 70
export DIE_AREA = 0 0 80 80
==> flow/constraint.sdc <==
current_design mux

set clk_period 1.0
set clk_io_pct 0.2

create_clock -name clk0 -period $clk_period

set non_clock_inputs [all_inputs -no_clocks]
set_input_delay [expr $clk_period * $clk_io_pct] -clock clk0 $non_clock_inputs
set_output_delay [expr $clk_period * $clk_io_pct] -clock clk0 [all_outputs]
==> impl_metrics.ini <==
; synthesis and place-and-route metrics
[drt]
n_antenna_cell = 0
num_vias = 730
final_antenna_net_count = 0
dr.pass1.iters = 2
finalWirelength_um = 2849
viasPerCell = 3.802
drt_iter0_drc = 4
wl_per_cell_um = 14.84
drc = 0

[placement]
dpl.hpwl_um = 2396
placed_cells = 177
place_area_mm2 = 0.001536
pre_cts_slack_ps = -496.6
gp_congestion = 0.7595
io_buffers = 97

[die]
boundaryPins = 97
dieWidth_um = 80
die_height_um = 80
die-area_mm2 = 0.006400
rows = 21
fp-utilization_pct = 15.93
coreArea_mm2 = 0.003416

[final_timing]
setup_violations = 32
hold_viol = 0
worst_pin_slew_ps = 61.11
tns_ps = -5032
fin_crit_ps = 1175
rsz0062_at_grt = yes
period_used_pct = 117.5
final.setup.worst_slack_ps = -175.4
max_freq_ghz = 0.8508
whs_ps = 694.3
slew_viol_final = 0
maxSlewHeadroom_pct = 95.92

[finish]
final_core_util_pct = 49.71
flops = 0
fin_area_mm2 = 0.001698
area_growth_pct = 212.0
flop_area_um2 = 0
clock_buffers = 0
layout-drive-gt1-share_pct = 56.16
final_cells = 192

[global_route]
grt_pass1_vias = 824
grt_pass1_wl_um = 4146
grt_max_degree = 8
track_usage_pct = 7.873
antenna_found_initial = 0
overflow = 0

[synthesis]
yosys_warnings = 0
yosys.stat.seqShare_pct = 0
avgSynthCellArea_um2 = 15.12
top_cells_by_count = mux2_4 (30), buf_12 (3), mux2_2 (2)
top_cell_area_share_pct = 82.76
synth_area_um2 = 544.3
yosys-stat-area_um2 = 544.3
yosys.cell_types.count = 4
largest_area_cell = mux2_4
yosys-stat-cells = 36
syn_inst = 36
area_leaders = mux2_4 (83%), buf_12 (11%), mux2_2 (4.1%), buf_6 (2.1%)
synth_top_cell_by_count = mux2_4

[critical_path]
worstSetupStartpointType = primary input
crit_path_cell_trace = buf_12 > buf_12 > buf_8 > mux2_4 > buf_6
cpMaxStageDelayCell = mux2_4
crit_path_frequent_cell = buf_12
arrival_ps = 980
crit_path_max_fanout = 7
criticalPathCategory = primary input to output pin
endpoint_kind = output pin
cp.required_ps = 800
slowest_delay_ps = 300

[outcome]
violations = negative setup slack
status = complete, but fails checks

[power_and_ir_drop]
power.density_mw_per_mm2 = 388.7
leakagePower_nw = 0.9905
power_mw = 0.6599
irDropWorstVdd_v = 0.0001734

[hold_path]
hp-class = primary input to output pin

[run]
drv_cap = 0
tool_warnings = 34

[clock_network]
cts.hold.buffers_added = 0
==> worst paths after layout <==
| check | depth (start not counted) | slack (ps) | endpoint | startpoint |
|---|---|---|---|---|
| setup / recovery | 5 | -180 | out[31] | select |
| hold / removal | 3 | 690 | out[24] | in0[24] |
==> cells in the final DEF (no fill, tap or decap) <==
cell              n
dlygate4sd2_1    40
mux2_4           32
buf_6            29
dlymetal6s2s_1   14
buf_2            12
clkdlybuf4s50_1  10
buf_12            3
buf_8             3
buf_4             2
buf_16            1
==> per-layer routing <==
metal	global-route usage [%]	up-vias	share of wire (%)
met5	0	-	0
met2	14.29	51	49
met3	3.068	0	11
li1	-	362	-
met4	0	0	0
met1	8.965	317	40
==> cells by family after synthesis <==
group | share of synthesized area, %
buffers and inverters | 13.10
muxes | 86.90
==> area by class of cell <==
cell class	instances	area [um2]
tap	46	57.56
timing repair buffer	114	1160
multi-input combinational	32	480.5
fill	327	1718
==> critical path: cells and delay by family <==
kind,cells,cell delay (ps)
buffers and inverters,4,470
muxes,1,300
==> what timing repair did <==
item,CTS,global route
cloned,1,0
endpoints found under the setup margin,32,32
buffers inserted,14,0
resized,170,23
==> power by group <==
part           switching (mW)  internal, mW
registers                   0             0
clock network               0             0
logic                   0.141         0.519
No activity file was given, so power comes from the tool's default toggle rates.
