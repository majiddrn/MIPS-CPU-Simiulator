[flow/design.v]
`timescale 1us/10ns
module RegFile (clk, readreg1, readreg2, writereg, writedata, RegWrite, readdata1, readdata2);
  input [4:0] readreg1, readreg2, writereg;
  input [31:0] writedata;
  input clk, RegWrite;
  output [31:0] readdata1, readdata2;
  reg [31:0] regfile [31:0];
  integer i;
  always @(posedge clk)
  begin
	#1
    regfile[0]=0;
		  	if (RegWrite) 
	 				regfile[writereg] <= writedata;
  end
  assign readdata1 = regfile[readreg1];
  assign readdata2 = regfile[readreg2];
endmodule
[flow/run.sh]
#!/bin/bash
# OpenROAD 26Q1-2900-gdf79404cd8, Yosys 0.63+post, stock flow scripts
make -C /OpenROAD-flow-scripts/flow DESIGN_CONFIG=/design/flow/config.mk WORK_HOME=/design/flow/orfs finish
[flow/config.mk]
export PLATFORM = sky130hd
export DESIGN_NAME = RegFile
export DESIGN_NICKNAME = RegFile
export VERILOG_FILES = /design/flow/design.v
export SDC_FILE = /design/flow/constraint.sdc
export NUM_CORES = 4
export LEC_CHECK = 1
export CORE_UTILIZATION = 40
[flow/constraint.sdc]
current_design RegFile

set clk_period 10.0
set clk_io_pct 0.2

create_clock -name clk0 -period $clk_period [get_ports {clk}]

set non_clock_inputs [all_inputs -no_clocks]
set_input_delay [expr $clk_period * $clk_io_pct] -clock clk0 $non_clock_inputs
set_output_delay [expr $clk_period * $clk_io_pct] -clock clk0 [all_outputs]
==> impl_metrics.env <==
# implementation run metrics
export IMPL_routed_wl_um=153000
export IMPL_utilization_pct=45.9
export IMPL_ant_nets=0
export IMPL_clkTransAtPathRegs_ns=0.06
export IMPL_period_minus_slack_ns=7.45
export IMPL_yosysChipArea_mm2=0.0487
export IMPL_drive_gt1_share_pct=9.24
export IMPL_fmax_ghz=0.134
export IMPL_drc_errors=0
export IMPL_synth_distinct_cells=27
export IMPL_fp_utilization_pct=40.4
export IMPL_warnings=26
export IMPL_met1Wirelength_um=55000
export IMPL_largest_area_cell="edfxtp_1"
export IMPL_top_cells_by_count="mux2i_1 (1024), edfxtp_1 (992), nand2_1 (195)"
export IMPL_finalPower_w=0.00964
export IMPL_ys_warn_count=1
export IMPL_drt_iter0_drc=1961
export IMPL_path_class="input port to output port"
export IMPL_die_area_mm2=0.123
export IMPL_ys_seq_share_pct=62.5
export IMPL_synthArstFlopShare_pct=0
export IMPL_hold_class="input port to flop"
export IMPL_reg_largest_list="regfile (1024)"
export IMPL_vdd_ir_drop_max_v=0.000135
export IMPL_hold_viol=0
export IMPL_gp_congestion=0.871
export IMPL_grt_pass1_wl_um=218000
export IMPL_period_used_pct=74.5
export IMPL_clkSinkCount=1024
export IMPL_p_sw_w=0.00221
export IMPL_synth_stat_cells=3421
export IMPL_die_x_um=351
export IMPL_hold_depth=2
export IMPL_cp_required_ns=8.00
export IMPL_total_leakage_power_nw=20.3
export IMPL_dr_pass1_iters=5
export IMPL_fp_coreArea_mm2=0.120
export IMPL_vias=30900
export IMPL_arrival_ns=5.45
export IMPL_stdcell_area_mm2=0.0552
export IMPL_cts_setup_buffers=0
export IMPL_antenna_found_initial=16
export IMPL_ff_type="edfxtp_1"
export IMPL_worstPathMaxFanout=42
export IMPL_fill_cells=10400
export IMPL_top_register="regfile"
export IMPL_overflow=0
export IMPL_numPortBuffers=112
export IMPL_status="completed"
export IMPL_synth_flops=1024
export IMPL_power_density_mw_per_mm2=175
export IMPL_tritoncts="yes"
export IMPL_via_per_inst=5.92
export IMPL_crit_path_end_kind="output port"
export IMPL_power_frac_seq_pct=49.5
export IMPL_netSwitchingFraction_pct=22.9
export IMPL_rsz0062_at_grt="no"
export IMPL_synth_edff_count=992
export IMPL_worst_pin_slew_ns=0.970
export IMPL_avgSynthCellArea_um2=14.2
export IMPL_cp_start_kind="input port"
export IMPL_htree_levels=3
export IMPL_hold_buffers=0
export IMPL_grt_usage_pct=26.8
export IMPL_pwr_share_comb_pct=9.1
export IMPL_drv_cap=0
export IMPL_cts_buffers=107
export IMPL_wl_per_cell_um=29.4
export IMPL_grt_pass1_vias=32100
export IMPL_largest_reg_flops=1024
export IMPL_wl_met3_um=23700
export IMPL_rows=127
export IMPL_syn_area_mm2=0.0487
export IMPL_fin_tns_setup_ns=0
export IMPL_internal_power_w=0.00744
export IMPL_clockPowerShare_pct=41.4
export IMPL_dp_hpwl_um=82800
export IMPL_top_layer_used="met5"
export IMPL_post_cts_resized=0
export IMPL_yosysTopAreaCellShare_pct=61.2
export IMPL_topCellsByArea="edfxtp_1 (61%), mux2i_1 (21%), a22oi_1 (3.0%)"
export IMPL_die_height_um=351
export IMPL_slew_headroom_pct=35.2
export IMPL_finalSetupViolCount=0
export IMPL_cts_root_buffer="clkbuf_16"
export IMPL_syn_to_final_growth_pct=13.5
export IMPL_top_cell="mux2i_1"
export IMPL_placed_cell_area_mm2=0.0517
export IMPL_clk_path_buf_depth=3
export IMPL_grt_max_degree=93
export IMPL_slew_viol_final=0
export IMPL_ios=113
export IMPL_route_met2_wl_um=69300
export IMPL_synthCells=3421
## final cells by class
class / instances / area (um2) / share of cell area [%]
tap: 1612 / 2020 / 3.65
multi-input combinational: 2141 / 17000 / 30.8
timing repair buffer: 243 / 2260 / 4.10
sequential: 1024 / 30400 / 55.1
clock inverter: 47 / 534 / 0.968
clock buffer: 150 / 2970 / 5.38
antenna: 5 / 12.5 / 0.0227
## cells by family after synthesis
logic type,synth area share [%]
simple gates,5.14
buf+inv,3.19
compound gates,8.06
flops,62.5
mux,21.1
## power groups by stage
stage	clock (W)	combinational (W)	sequential (W)
after CTS	0.00404	0.000876	0.00477
after global routing	0.00420	0.000935	0.00478
final	0.00399	0.000879	0.00477
## critical path, cell delays in order
cell             delay, ns
clkdlybuf4s50_1       0.66
nor2b_4               0.76
buf_4                 0.70
a22o_1                0.24
nor3_1                0.05
a31oi_1               0.28
nand3_1               0.24
clkdlybuf4s50_1       0.48
## final timing paths
kind                 startpoint               to  slack [ns]
setup / recovery    readreg1[2]    readdata1[13]        2.55
hold / removal    writedata[16]  regfile[10][16]        2.13
## routing by layer
layer	GRT usage, %	up-vias
met1	33.4	15300
met3	17.7	312
met5	1.37	-
met2	39.2	1581
met4	7.04	26
li1	-	13700
## per-stage QoR
step / hold WS [ns] / setup WS [ns] / instances
CTS: 2.11 / 2.51 / 5217
global route: 2.14 / 2.46 / 5221
global placement: 2.83 / 2.54 / 5020
floorplan: 2.10 / 4.95 / 3421
finish: 2.13 / 2.55 / 5222
detailed placement: 2.83 / 2.51 / 5020
## cell usage in the layout, fill, tap and decap left out, drive strengths merged, types with 2 or more instances in the layout
| master | instances |
|---|---|
| inv | 4 |
| nor2b | 4 |
| dfxtp | 32 |
| or2 | 2 |
| a22o | 128 |
| nand3b | 5 |
| diode | 5 |
| and2 | 34 |
| a22oi | 192 |
| a21oi | 192 |
| bufinv | 11 |
| buf | 133 |
| clkdlybuf4s50 | 110 |
| a31oi | 64 |
| nor2 | 35 |
| nand2 | 195 |
| mux2i | 1024 |
| clkinv | 32 |
| edfxtp | 992 |
| nand2b | 4 |
| nor3 | 64 |
| nand3 | 194 |
| clkbuf | 150 |
| or3b | 3 |
No activity file was given, so power comes from the tool's default toggle rates.
