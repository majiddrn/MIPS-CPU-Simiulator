===== /design/flow/config.mk =====
export PLATFORM = sky130hd
export DESIGN_NAME = ALU
export DESIGN_NICKNAME = ALU
export VERILOG_FILES = /design/flow/design.v
export SDC_FILE = /design/flow/constraint.sdc
export NUM_CORES = 4
export LEC_CHECK = 1
export CORE_UTILIZATION = 40

===== /design/flow/constraint.sdc =====
current_design ALU

set clk_period 18.2
set clk_io_pct 0.2

create_clock -name clk0 -period $clk_period

set non_clock_inputs [all_inputs -no_clocks]
set_input_delay [expr $clk_period * $clk_io_pct] -clock clk0 $non_clock_inputs
set_output_delay [expr $clk_period * $clk_io_pct] -clock clk0 [all_outputs]

===== /design/flow/design.v =====
module ALU(input [31:0] data1,data2,input [3:0] aluoperation,output reg [31:0] result,output reg zero,lt,gt);
  always@(aluoperation,data1,data2)
  begin
    case (aluoperation)
      4'b0000 : result = data1 + data2;  
      4'b0001 : result = data1 - data2;  
      4'b0010 : result = data1 & data2;  
      4'b0011 : result = data1 | data2;  
      4'b0100 : result = data1 ^ data2;  
      default : result = data1 + data2;  
    endcase
    if(data1 == data2)
      begin
       gt = 1'b0;
       lt = 1'b0;
      end
    if(data1>data2)
      begin
       gt = 1'b1;
       lt = 1'b0; 
      end else if(data1<data2)
      begin
       gt = 1'b0;
       lt = 1'b1;  
      end
    if (result==32'd0) zero=1'b1;
    else zero=1'b0;
    if (aluoperation == 4'b0111) result = lt;
  end
endmodule

===== /design/flow/run.sh =====
#!/bin/bash
# OpenROAD 26Q1-2900-gdf79404cd8, Yosys 0.63+post, stock flow scripts
make -C /OpenROAD-flow-scripts/flow DESIGN_CONFIG=/design/flow/config.mk WORK_HOME=/design/flow/orfs finish

==> deck_impl_summary.md <==
Implementation Results

Status
  – Run status: complete, no violations

Drt
  – DRC: 0
  – Vias post-DR: 7137
  – ANT nets after route: 0
  – Drt first-iter violations: 650
  – DR vias/cell: 6.13
  – Final wirelength: 22.4 mm
  – Detailed Routing Iterations Pass 1: 5
  – Routed WL per cell: 19.3 µm
  – Number of diodes: 0

Synth
  – Top-area cell share: 0.208
  – Yosys warning tally: 1
  – Area of the mapped netlist: 5770 µm²
  – Ys cells: 920
  – Chip area estimate from yosys synthesis: 5770 µm²
  – Post-Synthesis Cells: 920
  – Main area contributors: ha_1 21%, a21oi_1 8.6%, nor2_1 7.0%
  – Synth cell count leaders: 107 x nor2_1, 99 x a21oi_1, 98 x inv_1
  – Avg Cell Area, Syn: 6.27 µm²
  – Netlist cell types: 74
  – Cell with the most instances after synthesis: nor2_1
  – Leading area contributor after synthesis: ha_1
  – Seq/Total Area, Yosys: 0

Power and ir drop
  – Static Leak: 3.14 nW
  – Power Dens Cells: 34.4 nW/µm²
  – Worst ir drop on vdd: 0.0158 mV
  – Pwr Total: 0.237 mW
  – Sw Share: 0.561
  – P_int: 0.104 mW
  – Clk pwr share: 0
  – Sequential share of power: 0
  – Logic pwr share: 1.000
  – Psw: 0.133 mW

STA
  – Final max-slew violation count: 0
  – RSZ-0062 raised after global routing: false
  – Final setup vio count: 0
  – Hold Fails Final Rpt: 0
  – Minimum clock period: 12.13 ns
  – Fin crit share: 0.666
  – Slew @ Worst Pin: 0.828 ns
  – Relative slew slack: 0.443
  – Max frequency: 82.4 MHz
  – Setup TNS: 0 ns

Die
  – IO Count: 103
  – Row count: 43
  – Die Span Y: 122 µm
  – Core area: 14000 µm²
  – Chip Width: 122 µm
  – Initial Util: 0.413
  – Die area: 14900 µm²

Cells and area
  – Seq cells: 0
  – Storage element area: 0 µm²
  – CLK BUF: 0
  – Fill count: 1474
  – Layout area overhead: 19.8%
  – Util after Layout: 0.494
  – Layout cells sized above 1: 0.0366

Place
  – RePlAce Congestion: 1.01
  – Port buffer count: 103
  – Hpwl dp: 18.0 mm

GRT
  – Grt total ovfl: 0
  – Initial antenna violation count: 0
  – Vias in the first global route: 6511
  – Largest net degree at the start of global routing: 30
  – Global Route Usage Sum: 0.303
  – First-pass GRT wire length: 34.8 mm

Critical path
  – Worst Path Required: 14.56 ns
  – Crit path launch type: input port
  – Kind of critical path: input port to primary output
  – Worst-path fanout max: 5
  – Worst EP arrival: 8.49 ns
  – Critical Path Sink Type: primary output

CTS
  – Setup Fix Bufs, Post-CTS: 0
  – CTS Hold Buffers Added: 0
  – PostCTS Resize Cnt: 0

Flow run
  – Max cap viols: 0
  – OpenROAD warning count: 96

Min path
  – Hold Crit Class: input port to primary output
## layout make-up
type,count,area [µm²],share of cell area
multi-input combinational,771,5200,0.752
timing repair buffer,115,1120,0.162
tap,180,225,0.0326
inverter,98,368,0.0532
## power by group through the flow
stage	Clock [mW]	Sequential [mW]	Combinational, mW
final	0	0	0.237
after global routing	0	0	0.260
after CTS	0	0	0.234
## stage by stage
step / hold slack (ns) / cell area, µm² / setup WS (ns) / std cells
after CTS: 8.48 / 6910 / 6.14 / 1164
after detailed placement: 8.47 / 6910 / 6.16 / 1164
final: 8.44 / 6910 / 6.07 / 1164
after global routing: 8.52 / 6910 / 5.83 / 1164
after floorplan: 7.43 / 5770 / 7.95 / 920
after global placement: 8.47 / 6910 / 6.25 / 1164
## cell families after synthesis
group / synth area share
fa+ha+maj: 0.215
compound gates: 0.371
xor+xnor: 0.00304
mux: 0.0158
simple gates: 0.292
buf+inv: 0.103
## final timing paths
path | end | from | cells past startpoint
min | lt | data2[31] | 5
max | zero | data2[0] | 16
## layer usage
metal  GRT usage  wire length [µm]
met5           0                 0
met4       0.111               890
met3      0.0229              1570
met2       0.475              9980
met1       0.433              9990
## worst max-delay path, cell delays in order
cell             delay, ns
clkdlybuf4s50_1       0.50
ha_1                  0.19
inv_1                 0.06
fa_1                  0.41
nor2b_1               0.18
o311a_1               0.32
nor2_1                0.21
and4b_1               0.31
o31ai_1               0.68
mux2i_1               0.26
nor2_1                0.07
a2111oi_0             0.49
and4b_1               0.27
nand4_1               0.12
nor4_2                0.27
clkdlybuf4s50_1       0.49
## layout by cell type (no fill, tap or decap), types with 9 or more instances in the layout
master | netlist | final
a211oi_1 | 21 | 21
a21o_1 | 16 | 16
a21oi_1 | 99 | 99
a31oi_1 | 14 | 14
and3_1 | 12 | 12
buf_4 | 0 | 12
clkdlybuf4s50_1 | 0 | 103
ha_1 | 96 | 96
inv_1 | 98 | 98
nand2_1 | 68 | 68
nand2b_1 | 10 | 10
nand3_1 | 25 | 25
nand4_1 | 15 | 15
nor2_1 | 107 | 107
nor2b_1 | 19 | 19
nor3_1 | 25 | 24
nor4_1 | 9 | 9
o211ai_1 | 17 | 17
o21ai_0 | 55 | 55
o21bai_1 | 12 | 12
o31ai_1 | 16 | 16
or3_1 | 10 | 10
No activity file was given, so power comes from the tool's default toggle rates.
